**flow/config.mk**
```make
export PLATFORM = sky130hd
export DESIGN_NAME = RevCounter
export DESIGN_NICKNAME = RevCounter
export VERILOG_FILES = /design/flow/design.v
export SDC_FILE = /design/flow/constraint.sdc
export NUM_CORES = 4
export LEC_CHECK = 1
export CORE_AREA = 10 10 83 83
export DIE_AREA = 0 0 93 93
```
**flow/constraint.sdc**
```tcl
current_design RevCounter

set clk_period 4.1
set clk_io_pct 0.2

create_clock -name clk0 -period $clk_period [get_ports {clk}]

set non_clock_inputs [all_inputs -no_clocks]
set_input_delay [expr $clk_period * $clk_io_pct] -clock clk0 $non_clock_inputs
set_output_delay [expr $clk_period * $clk_io_pct] -clock clk0 [all_outputs]
```
**flow/design.v**
```verilog
`timescale 1ns / 1ps
module RevCounter(clk,s,cnt,Rc);
input wire clk,s;
output reg [15:0]cnt;
output wire Rc;
initial cnt = 0;
assign Rc = (~s&(~|cnt))|(s&(&cnt));
always @(posedge clk)begin
	if(s)
		cnt <= cnt + 1;
	else
		cnt <= cnt - 1;
end
endmodule
```
**flow/run.sh**
```bash
#!/bin/bash
# OpenROAD 26Q1-2900-gdf79404cd8, Yosys 0.63+post, stock flow scripts
make -C /OpenROAD-flow-scripts/flow DESIGN_CONFIG=/design/flow/config.mk WORK_HOME=/design/flow/orfs finish
```
==> impl_metrics.py <==
# Metrics from the implementation run
metrics = {
    "outcome": {
        "status": "complete, no violations",
    },
    "critical_path": {
        "path_delay_family": "buffers and inverters",
        "timing.critical_path.fanout_max": 5,
        "worst_setup_path_end_kind": "primary output",
        "crit_chain": "clkdlybuf4s50_1 -> nor4_1 -> nand4_1 -> o31ai_1 -> clkdlybuf4s50_1",
        "required_ps": 3280,
        "worstPathArrival_ps": 2470,
        "critPathSlowestCell": "sky130_fd_sc_hd__clkdlybuf4s50_1",
        "critical_path_class": "input pin to primary output",
        "slowest_delay_ps": 510,
        "cp.buffers_inverters": 2,
        "startpoint_type": "input pin",
        "critPathMostFrequentCell": "sky130_fd_sc_hd__clkdlybuf4s50_1",
    },
    "sta": {
        "timing.final.crit_share": 0.803,
        "layout_min_cycle_time_ps": 3290,
        "setup_repair_after_global_routing_missed_its_margin": "no",
        "setup-violations-final": 0,
        "worst_slew_margin_rel": 0.640,
        "achievable-frequency_ghz": 0.304,
        "finalSetupTns_ps": 0,
        "timing.clock.skew_ps": 5.79,
        "drv_slew": 0,
        "timing_hold_violations_final": 0,
        "worst_pin_slew_ps": 540,
    },
    "yosys": {
        "syn_avg_cell_area_um2": 9.21,
        "yosys_chip_area_um2": 1120,
        "synth-seq-cells": 16,
        "yosysUniqueCellTypes": 34,
        "yosys_cells": 122,
        "synth_sequential_area_ratio": 0.285,
        "netlist_area_um2": 1120,
        "ys.warnings.count": 1,
        "synth_cells": 122,
    },
    "cells_and_area": {
        "area_growth_syn_to_layout_pct": 26.6,
        "layout_top_cell": "sky130_fd_sc_hd__clkdlybuf4s50_1",
        "largest_register_ff_count": 16,
        "lay_top_cells": "sky130_fd_sc_hd__clkdlybuf4s50_1 (18), sky130_fd_sc_hd__dfxtp_1 (16), sky130_fd_sc_hd__ha_1 (14)",
        "fraction_of_final_layout_cells_with_drive_strength_greater_than_1": 0.0922,
        "top_regs": "cnt: 16 flops",
        "top_register": "cnt",
        "post_layout_nonfiller_instances": 211,
    },
    "drt": {
        "routed-via-count": 904,
        "initialDrtViolationCount": 24,
        "drc": 0,
        "antenna_violating_nets_post_route": 0,
        "mean_number_of_vias_per_cell": 4.28,
        "drt_pass1_iterations": 4,
        "wl_mm": 2.59,
        "drt-wirelength-per-cell_um": 12.3,
        "diodes": 0,
    },
    "run": {
        "warning_count": 25,
        "max_capacitance_violation_count": 0,
    },
    "clocking": {
        "clk_sink_count": 16,
        "cts.hold.buffers_added": 0,
        "tritoncts": "yes",
        "clock_latency_ps": 250,
        "ctsResizeCount": 0,
        "clk_pin_slew_ps": 60,
        "ctsRootBufferMaster": "sky130_fd_sc_hd__clkbuf_8",
        "cts.path.max_buffers": 2,
        "htreeDepth": 1,
        "cts_buffers": 3,
        "cts_setup_buffers": 0,
    },
    "floorplan": {
        "floorplan.die.height_um": 93,
        "core_area_um2": 5140,
        "initCoreUtil": 0.219,
        "fp.dieW_um": 93,
        "die-area_um2": 8650,
        "design.portCount": 19,
        "floorplan.rows": 26,
    },
    "power": {
        "seq_power_share": 0.279,
        "pwr_density_cell_nw_per_um2": 852,
        "p_switching_mw": 0.503,
        "power_report.internal_total_mw": 0.710,
        "power.switching_fraction": 0.414,
        "ir_drop_v": 0.000255,
        "power_mw": 1.21,
        "combinationalPowerShare": 0.621,
        "power.static_leakage_nw": 0.592,
        "pwr-share-clk": 0.100,
    },
    "placed_design": {
        "tally_of_buffers_added_on_design_ports": 18,
        "globalplace.congestion": 0.794,
        "dp_cell_count": 208,
        "post-dp-hpwl_mm": 2.04,
    },
    "min_path": {
        "timing.hold.worst.class": "register to register",
    },
    "grt": {
        "first_global_vias": 918,
        "global_route.usage.total": 0.0613,
        "antenna_violations_before_repair": 0,
        "grt_first_pass_wirelength_mm": 4.41,
        "grt_start_max_net_pins": 15,
        "overflow": 0,
    },
}
==> metrics by stage <==
| step | hold slack [ps] | worst slack [ps] | util | area (um^2) |
|---|---|---|---|---|
| finish | 507 | 808 | 0.277 | 1420 |
| global placement | 500 | 825 | 0.269 | 1380 |
| global route | 563 | 701 | 0.277 | 1420 |
| detailed placement | 487 | 789 | 0.269 | 1380 |
| floorplan | 448 | 1750 | - | 1120 |
| CTS | 508 | 799 | 0.277 | 1420 |
==> cells in the mapped netlist, drive strengths merged <==
cell    instances  area, um^2
mux2i           1        10.0
a31oi           1        21.3
a21o            6        46.3
clkbuf          1        5.00
inv             4        15.0
dfxtp          16         320
o21ai           6        37.5
xnor2           7        61.3
a21oi          11        58.8
mux2            1        11.3
nor2            4        15.0
nand3           4        20.0
nand2b          3        18.8
o311ai          1        8.76
fa              1        20.0
o31ai           1        7.51
nor3            2        10.0
nor4            4        25.0
nand4           5        31.3
o21bai          2        18.8
o211ai          4        45.1
buf             1        5.00
ha             14         175
and2            1        6.26
and3            3        18.8
xor2            7        61.3
a211oi          1        12.5
nand2          10        37.5
==> worst register-to-register path: stages (launching register included) <==
cell and delay (ps):
sky130_fd_sc_hd__dfxtp_1 420, sky130_fd_sc_hd__inv_1 100, sky130_fd_sc_hd__fa_1 430, sky130_fd_sc_hd__nand2b_1 190, sky130_fd_sc_hd__a21oi_2 220, sky130_fd_sc_hd__o211ai_2 130
sky130_fd_sc_hd__mux2_1 330, sky130_fd_sc_hd__nor2_1 100
==> layer usage <==
metal	global-route usage	share of wire	wire, um	vias up
met2	0.103	0.47	1210	12
met3	0.0186	0.052	136	2
met5	0	0	0	-
met1	0.0791	0.47	1230	400
li1	-	-	-	490
met4	0.00514	0.0066	17	0
==> kinds of logic (layout without fill, tap and decap cells) <==
family,count (synthesis),after routing,share of synthesized area
buffers and inverters,6,25,0.0223
multiplexers,2,2,0.0189
XOR/XNOR,14,14,0.109
AND/OR/NAND/NOR,36,36,0.163
flip-flops,16,16,0.285
AND-OR/OR-AND,33,33,0.228
adder cells (fa/ha/maj),15,15,0.174
==> layout make-up <==
class	instances	area [um^2]
timing repair buffer	18	180
inverter	4	15.0
clock buffer	3	41.3
multi-input combinational	100	778
fill	581	3720
sequential	16	320
tap	70	87.6
==> power by group through the flow <==
| stage | Combinational, mW | Sequential (mW) | Clock [mW] |
|---|---|---|---|
| finish | 0.753 | 0.339 | 0.121 |
| global route | 0.852 | 0.352 | 0.132 |
| CTS | 0.764 | 0.341 | 0.127 |
==> worst paths after layout <==
kind | start | endpoint | slack [ps] | cells after the start
max | s | Rc | 810 | 5
min | cnt[0] | cnt[0] | 510 | 1
max reg2reg | cnt[0] | cnt[12] | 2110 | 7
min reg2reg | cnt[0] | cnt[0] | 510 | 1
No activity file was given, so power comes from the tool's default toggle rates.
