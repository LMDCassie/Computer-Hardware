==> design/flow/design.v <==
`timescale 1ns / 1ps
module CreateNumber(
input wire clk,
input wire [1:0] btn,
output reg [7:0] num
    );
wire [3:0] A,B;
wire [1:0] temp_btn;
initial num<=8'b 00010010;
assign A=num[3:0]+1'b1;
assign B=num[7:4]+1'b1;
pbdebounce p0(.clk_1ms(clk),.button(btn[0]),.pbreg(temp_btn[0]));
pbdebounce p1(.clk_1ms(clk),.button(btn[1]),.pbreg(temp_btn[1]));
always@(posedge temp_btn[0]) num[3:0]<=A;
always@(posedge temp_btn[1]) num[7:4]<=B;
endmodule
module pbdebounce(
input wire clk_1ms,
input wire button,
output reg pbreg
);
reg[7:0]pbshift;
always@(posedge clk_1ms)begin
	pbshift=pbshift<<1;
	pbshift[0]=button;
	if(pbshift==8'b0)
		pbreg=0;
	if(pbshift==8'hFF)
		pbreg = 1;
	end
endmodule
==> design/flow/run.sh <==
#!/bin/bash
# OpenROAD 26Q1-2900-gdf79404cd8, Yosys 0.63+post, stock flow scripts
make -C /OpenROAD-flow-scripts/flow DESIGN_CONFIG=/design/flow/config.mk WORK_HOME=/design/flow/orfs finish
==> design/flow/config.mk <==
export PLATFORM = sky130hd
export DESIGN_NAME = CreateNumber
export DESIGN_NICKNAME = CreateNumber
export VERILOG_FILES = /design/flow/design.v
export SDC_FILE = /design/flow/constraint.sdc
export NUM_CORES = 4
export LEC_CHECK = 1
export CORE_AREA = 10 10 90 90
export DIE_AREA = 0 0 100 100
==> design/flow/constraint.sdc <==
current_design CreateNumber

set clk_period 1.0
set clk_io_pct 0.2

create_clock -name clk0 -period $clk_period [get_ports {clk}]

set non_clock_inputs [all_inputs -no_clocks]
set_input_delay [expr $clk_period * $clk_io_pct] -clock clk0 $non_clock_inputs
set_output_delay [expr $clk_period * $clk_io_pct] -clock clk0 [all_outputs]
==> flow_results.org <==
#+TITLE: Physical design notes

** Setup path
- STA classifies the critical path endpoint as a flip-flop.
- Startpoint of the most critical setup path :: p1.pbshift[1]$_DFF_P_
- Per the STA report, the cell with the highest stage delay on the worst path is sky130_fd_sc_hd__or4_4.
- Ordered cell list for the critical path :: or4_4, o21ai_2, o21ai_1
- In this run the worst path has a maximum fanout of 2.
- Source of the worst register-to-register timing path :: p1.pbshift[1]$_DFF_P_
- The timing report notes that buffer and inverter cells on the critical path total 0.
- Delay-heaviest family, CP :: simple AND/OR/NAND/NOR gates
- Data arrival time of the worst path :: 1.27 ns
- For this run, the slowest stage of the critical path takes 0.52 ns.
- Crit Path Class :: reg2reg
- Critical path launch point type :: flip-flop
- According to the timing report, the data required time at the worst endpoint equals 1.13 ns.

** Job
- Stage-log warning count :: 28
- Per the run summary, max-cap violations total 0.

** Yosys
- Per the synthesis report, the simple-gate share of the synthesized area is 10.3%.
- Comb area leader :: simple AND/OR/NAND/NOR gates
- After synthesis, flip-flops and latches occupy 75.9% of the total area.
- In this run, the synthesized area fraction spent on AND-OR/OR-AND gates is recorded as 3.16%.
- The post-synth register bit count is 24.
- The chip area line in the Yosys stat output reads 633 µm².
- Synth Instances :: 46
- Warnings reported by Yosys during synthesis add up to 2.
- The synthesized netlist was found by Yosys to have 46 cells.
- Synth cell types :: 9
- After Yosys synthesis, XOR and XNOR cells account for 5.53% of the synthesized area.
- Of the post-synthesis cell area, the part taken by muxes is 0%.
- Adder Area Share :: 3.95%
- Post-Synthesis Cell Area :: 633 µm²
- For reference, the post-synthesis area per instance comes to 13.8 µm².

** STA
- The final timing report lists a max-slew violation count of 0.
- After routing, the total negative slack on setup checks comes to -0.258 ns.
- RSZ-0062 raised after global routing :: true
- Post-layout minimum cycle time :: 1.14 ns
- 16 endpoints have no timing constraint.
- For this run, the top clock speed supported by timing is 880 MHz.
- Worst clock skew :: 0.000364 ns
- After layout, the worst setup slack is -0.137 ns.
- Max-slew headroom at the worst pin :: 89.3%
- Dividing the final minimum period by the clock period gives 114%.
- Setup violations, final :: 2
- At the pin with the least slew margin, the transition time is 0.160 ns.
- Count of unclocked register or latch pins :: 8
- Number of hold violations in the final report :: 0

** Route
- Diodes inserted :: 0
- The routed design has 975 µm of wire.
- Number of DRC violations after detailed-routing iteration 0 :: 25
- Count of nets left with antenna violations after detail routing :: 0
- Per the detail_route report, DRC violations left total 0.
- In the final routed layout, each cell accounts on average for 6.72 µm.
- Across all layers, the routed design uses 385 vias.
- The iteration count recorded for the first detailed-route pass is 3.
- In the routed layout, each cell is associated on average with a via count of 2.66.

** Worst hold path
- Worst min-delay path class :: in2reg
- The worst hold path begins at btn[0].

** Place
- DP HPWL :: 845 µm
- The post-placement cell area is 897 µm².
- During placement, the flow inserted port buffers numbering 10.
- Routability-driven placement finished with a final weighted congestion of 0.672.
- Placed cells :: 142
- DP Worst Slack :: -0.483 ns

** Status
- The checks that failed: setup timing.
- The run finished, with violations left.

** Global routing
- Global-route wire length before repair :: 1740 µm
- Number of antenna violations at the first check in global routing :: 0
- Global routing finished with a remaining overflow of 0.
- The via count of the first global-routing pass is 394.
- Largest net degree at the start of global routing :: 9
- Total global-route track usage :: 2.04%

** Floorplanning
- The floorplan step defined a die boundary enclosing 10000 µm².
- Height of the die :: 100 µm
- Core Area :: 6280 µm²
- From left edge to right edge, the die measures 100 µm.
- Row generation in the floorplan step produced 29 rows.
- For this design the top-level I/O count stands at 11.
- Initial core utilization :: 10.1%

** Clocking
- Total CTS buffers :: 3
- Total number of H-tree levels :: 1
- Number of hold-repair buffers added at the cts stage :: 0
- After clock tree synthesis, the clock-pin slew on the worst setup and hold paths is 0.06 ns.
- CTS root buffer :: sky130_fd_sc_hd__clkbuf_8
- TritonCTS clock tree :: yes
- Maximum clock path buffer count :: 2
- At the later pin of the worst-skew pair, clock insertion delay measures 0.24 ns.

** Final layout
- The layout stage reports a final design area of 952 µm².
- Excluding fillers, the count of instances in the completed layout stands at 145.
- Between the synthesized netlist and the finished layout, the area growth was recorded as 50.4%.
- In the final layout, the share of cells above drive strength 1 is 22.1%.

** Power and ir drop
- The leakage power in the latest report is 0.390 nW.
- For this design the ratio of total power to cell area is 1330 nW/µm².
- Peak supply drop :: 0.232 mV
- Final Total Pwr :: 1.26 mW
logic make-up after synthesis:
group                    Yosys count
XOR/XNOR                           4
adder cells (fa/ha/maj)            2
flip-flops                        24
buffers and inverters              2
AND-OR/OR-AND                      4
AND/OR/NAND/NOR                   10
per-layer routing:
layer | GRT usage, % | part of all wire (%)
met4 | 0.652 | 1.1
met5 | 0 | 0
met2 | 2.79 | 41
met1 | 2.79 | 51
met3 | 0.972 | 7.0
sequential cells by signal, indices dropped and copies added (netlist names):
name,cells
p1.pbreg,1
num,8
p0.pbshift,7
p0.pbreg,1
p1.pbshift,7
report_power, final:
group / switching (mW) / total, mW / internal [mW] / leakage, nW
clock network: 0.190 / 0.455 / 0.266 / 0.0216
logic: 0.0179 / 0.0576 / 0.0398 / 0.166
registers: 0.0283 / 0.750 / 0.722 / 0.202
total: 0.236 / 1.26 / 1.03 / 0.390
placed cells by master, fill, tap and decap left out, types with 2 or more instances in the layout:
cell,synthesis,layout
sky130_fd_sc_hd__dfxtp_1,24,24
sky130_fd_sc_hd__clkdlybuf4s50_1,0,9
sky130_fd_sc_hd__buf_4,0,9
sky130_fd_sc_hd__nand4_1,4,4
sky130_fd_sc_hd__o21ai_1,4,3
sky130_fd_sc_hd__clkbuf_8,0,3
sky130_fd_sc_hd__xor2_1,2,2
sky130_fd_sc_hd__inv_1,2,2
sky130_fd_sc_hd__nand3_1,2,2
sky130_fd_sc_hd__xnor2_1,2,2
sky130_fd_sc_hd__or4_1,4,2
sky130_fd_sc_hd__or4_4,0,2
sky130_fd_sc_hd__ha_1,2,2
repair_timing:
item,4_1_cts,5_1_grt
endpoints found under the setup margin,2,2
gates cloned,0,0
pin swaps,5,3
setup buffers,0,0
resized,0,4
metrics by stage:
| step | hold slack (ns) | utilization (%) |
|---|---|---|
| 4_1_cts | 0.363 | 14.9 |
| 6_report | 0.109 | 15.2 |
| 2_1_floorplan | 0.228 | - |
| 5_1_grt | 0.109 | 15.2 |
| 3_5_place_dp | 0.356 | 14.3 |
| 3_3_place_gp | 0.350 | 14.3 |
final timing paths:
| check | end | slack [ns] | cells after the start |
|---|---|---|---|
| worst max-delay path | p1.pbreg$_SDFFE_PN1N_ | -0.14 | 3 |
| worst max register to register | p1.pbreg$_SDFFE_PN1N_ | -0.14 | 3 |
| worst min-delay path | p0.pbshift[0]$_DFF_P_ | 0.11 | 1 |
| worst min register to register | p0.pbshift[3]$_DFF_P_ | 0.36 | 0 |
area by class of cell:
| cell class | count | area [µm²] |
|---|---|---|
| flip-flops and latches | 24 | 480 |
| well taps | 77 | 96.3 |
| repair buffers | 19 | 170 |
| fillers | 692 | 5330 |
| clock buffers | 3 | 41.3 |
| inverters | 2 | 7.51 |
| multi-input cells | 20 | 156 |
cell usage after synthesis:
master | count | share of area (%)
sky130_fd_sc_hd__o21ai_1 | 4 | 3.2
sky130_fd_sc_hd__xnor2_1 | 2 | 2.8
sky130_fd_sc_hd__nand3_1 | 2 | 1.6
sky130_fd_sc_hd__nand4_1 | 4 | 4.0
sky130_fd_sc_hd__ha_1 | 2 | 4.0
sky130_fd_sc_hd__or4_1 | 4 | 4.7
sky130_fd_sc_hd__xor2_1 | 2 | 2.8
sky130_fd_sc_hd__inv_1 | 2 | 1.2
sky130_fd_sc_hd__dfxtp_1 | 24 | 76
Power and IR drop assume default switching activity.
