==> flow/run.sh <==
#!/bin/bash
# OpenROAD 26Q1-2900-gdf79404cd8, Yosys 0.63+post, stock flow scripts
make -C /OpenROAD-flow-scripts/flow DESIGN_CONFIG=/design/flow/config.mk WORK_HOME=/design/flow/orfs finish
==> flow/design.v <==
`timescale 1ns / 1ps
module SEGP2S(
	input clkIO, input [1:0] clkScan, input clkBlink,
	input [31:0] data, input [7:0] point, input [7:0] LES,
	output [3:0] sout
);
	wire [63:0] pData;
	Seg7Decode U0(.hex(data),.point(point),.LE(LES & {8{clkBlink}}),.pattern(pData));
	ShiftReg #(.WIDTH(64)) U2(.clk(clkIO), .pdata(pData), .sout(sout));
endmodule
`timescale 1ns / 1ps
module Seg7Decode(
	input [31:0] hex, input [7:0] point, input [7:0] LE,
	output [63:0] pattern
);
	wire [63:0] digits;
	SegmentDecoder U0(.hex(hex[ 3: 0]), .segment(digits[ 6: 0]));
	SegmentDecoder U1(.hex(hex[ 7: 4]), .segment(digits[14: 8]));
	SegmentDecoder U2(.hex(hex[11: 8]), .segment(digits[22:16]));
	SegmentDecoder U3(.hex(hex[15:12]), .segment(digits[30:24]));
	SegmentDecoder U4(.hex(hex[19:16]), .segment(digits[38:32]));
	SegmentDecoder U5(.hex(hex[23:20]), .segment(digits[46:40]));
	SegmentDecoder U6(.hex(hex[27:24]), .segment(digits[54:48]));
	SegmentDecoder U7(.hex(hex[31:28]), .segment(digits[62:56]));
	assign {digits[63], digits[55], digits[47], digits[39], digits[31], digits[23], digits[15], digits[7]} = ~point;
	assign pattern[ 7: 0] = digits[ 7: 0] | {8{LE[0]}};
	assign pattern[15: 8] = digits[15: 8] | {8{LE[1]}};
	assign pattern[23:16] = digits[23:16] | {8{LE[2]}};
	assign pattern[31:24] = digits[31:24] | {8{LE[3]}};
	assign pattern[39:32] = digits[39:32] | {8{LE[4]}};
	assign pattern[47:40] = digits[47:40] | {8{LE[5]}};
	assign pattern[55:48] = digits[55:48] | {8{LE[6]}};
	assign pattern[63:56] = digits[63:56] | {8{LE[7]}};
endmodule
`timescale 1ns / 1ps
module SegmentDecoder(
	input [3:0] hex, output reg [6:0] segment
);
	always @(*) begin
		case(hex)
			4'h0: segment[6:0] <= 7'b1000000;
			4'h1: segment[6:0] <= 7'b1111001;
			4'h2: segment[6:0] <= 7'b0100100;
			4'h3: segment[6:0] <= 7'b0110000;
			4'h4: segment[6:0] <= 7'b0011001;
			4'h5: segment[6:0] <= 7'b0010010;
			4'h6: segment[6:0] <= 7'b0000010;
			4'h7: segment[6:0] <= 7'b1111000;
			4'h8: segment[6:0] <= 7'b0000000;
			4'h9: segment[6:0] <= 7'b0010000;
			4'hA: segment[6:0] <= 7'b0001000;
			4'hB: segment[6:0] <= 7'b0000011;
			4'hC: segment[6:0] <= 7'b1000110;
			4'hD: segment[6:0] <= 7'b0100001;
			4'hE: segment[6:0] <= 7'b0000110;
			4'hF: segment[6:0] <= 7'b0001110;
		endcase
	end
endmodule
`timescale 1ns / 1ps
module ShiftReg(clk, 
pdata, 
sout);
	parameter WIDTH = 16;
	parameter DELAY = 12;
	input clk;
	input [WIDTH - 1:0] pdata;
	output [3:0] sout;
	assign sout = {sck, sdat, oe, clrn};
	wire sck, sdat, clrn;
	reg oe;
	reg [WIDTH:0] shift;
	reg [DELAY-1:0] counter = -1;
	wire sckEn;
	assign sckEn = |shift[WIDTH - 1:0];
	assign sck = ~clk & sckEn;
	assign sdat = shift[WIDTH];
	assign clrn = 1'b1;
	always @ (posedge clk)
	begin
		if(sckEn)
			shift <= {shift[WIDTH - 1:0], 1'b0};
		else
		begin
			if(&counter)
			begin
				shift <= {pdata, 1'b1};
				oe <= 1'b0;
			end
			else
				oe <= 1'b1;
			counter <= counter + 1'b1;
		end
	end
endmodule
==> flow/constraint.sdc <==
current_design SEGP2S

set clk_period 6.4
set clk_io_pct 0.2

create_clock -name clk0 -period $clk_period [get_ports {clkIO}]

set non_clock_inputs [all_inputs -no_clocks]
set_input_delay [expr $clk_period * $clk_io_pct] -clock clk0 $non_clock_inputs
set_output_delay [expr $clk_period * $clk_io_pct] -clock clk0 [all_outputs]
==> flow/config.mk <==
export PLATFORM = sky130hd
export DESIGN_NAME = SEGP2S
export DESIGN_NICKNAME = SEGP2S
export VERILOG_FILES = /design/flow/design.v
export SDC_FILE = /design/flow/constraint.sdc
export NUM_CORES = 4
export LEC_CHECK = 1
export CORE_UTILIZATION = 50
==> out/results.tsv <==
stage	metric	value	unit
sta	unrepaired setup endpoints after global routing	false	
power	Sw Ratio	0.264	
cells_and_area	final instance area	6420	um^2
synth	Seq/Total Area, Yosys	0.416	
critical_path	FF-to-FF path depth	7	
critical_path	Crit. End Element	primary output	
synth	synthesis area per yosys	5600	um^2
floorplan	core area	10900	um^2
placement	placed cell area	6180	um^2
floorplan	number of cell rows	38	
sta	setup violators final	0	
critical_path	crit start category	clock port	
sta	setup tns final	0	ns
routing	ANT nets after route	0	
global_routing	gr ovfl total	0	
placement	gp weighted congestion	0.907	
sta	slew margin rel.	0.431	
power	Clock power frac	0.370	
floorplan	Die X	108	um
placement	port buffer count	52	
cells_and_area	filler cell count	890	
global_routing	vias in the first global route	3830	
power	Reg power frac	0.487	
power	pwr/cell area	176	nW/um^2
clock_tree	postcts setup bufs	0	
routing	drt initial violations	309	
synth	# Cells Yosys	503	
synth	EDFF count, synth	77	
critical_path	R2R Path Start	U2.counter[0]	
floorplan	FP Core Util	0.514	
clock_tree	clock latency (worst-skew pair)	0.47	ns
synth	distinct lib cells	34	
routing	DRT Wirelength	11200	um
critical_path	CP Class	clk2out	
synth	most frequent cell after synthesis	edfxtp_1	
min_path	hold path startpoint	U2.shift[0]	
clock_tree	CTS tree	yes	
global_routing	first-pass GRT wire length	18500	um
sta	worst slew pin tran	0.853	ns
critical_path	Critical Path Start	clkIO	
power	Switch Pwr	0.299	mW
global_routing	Tot GR Track Use	0.214	
synth	post-synthesis cell count	503	
critical_path	required time of the critical path	5.12	ns
run	tool warnings	79	
min_path	Hold Crit Class	reg2reg	
global_routing	largest net degree at the start of global routing	79	
power	Lkg Pwr	2.65	nW
clock_tree	CTS Hold Buffers Added	0	
synth	Flops after synth	78	
synth	synthesized area per cell	11.1	um^2
synth	list of most frequent post-synthesis cells	edfxtp_1, ha_1, a31o_2	
synth	cell area after synthesis	5600	um^2
sta	Final WS setup	1.08	ns
critical_path	Reg2Reg Setup Slack	3.23	ns
status	status	complete, no violations	
min_path	WHS Endpoint	U2.shift[0]	
routing	mean routed wirelength per cell	16.3	um
power	internal power	0.832	mW
synth	Ys Warns	2	
routing	DR pass1 iterations	4	
sta	Fin Clk Skew	0.00943	ns
sta	Pins Over Slew Limit	0	
synth	Dominant cell area share	0.413	
floorplan	Die ar.	11600	um^2
synth	Synth async-reset ratio	0	
synth	top cells by area, synth	edfxtp_1, ha_1, a31o_2	
placement	post-placement worst setup slack	1.40	ns
critical_path	Worst Path Max Fanout	2	
power	Gate power share	0.143	
floorplan	IO Count	56	
run	total of max-cap violations	0	
global_routing	initial antenna violation count	0	
routing	Post-route DRC	0	
synth	top_reg_cell synth	edfxtp_1	
clock_tree	post_cts resized	0	
sta	Hold Fails Final Rpt	0	
cells_and_area	area delta synth->final	14.6	%
routing	Vias	4065	
critical_path	CP arrival	4.04	ns
placement	Final HPWL DP	7720	um
clock_tree	CTS clk-pin slew, worst paths	0.09	ns
critical_path	FF-to-FF End	U2.shift[46]	
floorplan	die height	108	um
synth	cell type with the largest total area	edfxtp_1	
routing	n_diodes	0	
routing	vias per cell	5.89	
min_path	hold path depth	1	
power	Max VDD drop	0.0000864	V
cells_and_area	share of post-route cells with drive strength above 1	0.149	
==> state kept, by name, indices dropped and copies added (netlist names) <==
name	count
U2.counter	12
U2.shift	65
U2.oe	1
==> cells by family after synthesis <==
group,share of synthesized area
adder cells (fa/ha/maj),0.130
AND-OR/OR-AND,0.203
other,0.000670
multiplexers,0.0827
flip-flops,0.416
buffers and inverters,0.0489
XOR/XNOR,0.0156
AND/OR/NAND/NOR,0.103
==> cells in the final DEF, fill, tap and decap left out, types with 14 or more instances in the layout <==
cell type / netlist / final
o211ai_1: 26 / 26
clkdlybuf4s50_1: 0 / 52
nor4_1: 16 / 16
ha_1: 58 / 58
a31o_2: 44 / 44
o21ai_0: 19 / 19
o311ai_0: 14 / 14
mux2i_1: 26 / 26
inv_1: 34 / 34
nand3_1: 16 / 16
a31o_1: 20 / 20
edfxtp_1: 77 / 77
nand2_1: 36 / 35
==> worst max-delay path by stage <==
stage             end  slack [ns]  depth (start not counted)
CTS           sout[3]        1.03                          4
finish        sout[3]        1.08                          4
global route  sout[3]        1.06                          4
==> worst max-delay path, cell delays in order <==
cell	delay (ns)
clkbuf_8	0.11
clkbuf_8	0.12
nor2_1	0.13
clkdlybuf4s50_1	0.48
==> per-stage QoR <==
stage,utilization,hold slack [ns],total power [mW],cells
finish,0.589,0.515,1.13,690
global route,0.589,0.556,1.19,690
CTS,0.589,0.519,1.15,690
detailed placement,0.568,0.494,0.737,671
global placement,0.568,0.482,0.736,671
floorplan,-,0.464,0.671,503
==> area by class of cell <==
| type | instances | area, um^2 | share of cell area |
|---|---|---|---|
| well taps | 140 | 175 | 0.0273 |
| flip-flops and latches | 78 | 2330 | 0.363 |
| inverters | 34 | 128 | 0.0199 |
| clock buffers | 13 | 175 | 0.0273 |
| repair buffers | 54 | 533 | 0.0831 |
| clock inverters | 7 | 66.3 | 0.0103 |
| multi-input cells | 364 | 3010 | 0.469 |
==> power by group through the flow <==
stage                 Clock [mW]  Sequential, mW  Combinational, mW
final                      0.418           0.551              0.162
after global routing       0.452           0.551              0.181
after CTS                  0.433           0.551              0.162
==> per-layer routing <==
layer | part of all wire | vias up | global-route usage
met5 | 0 | - | 0
met4 | 0.015 | 0 | 0.0323
met3 | 0.038 | 15 | 0.0370
met2 | 0.44 | 81 | 0.301
met1 | 0.51 | 1945 | 0.375
li1 | - | 2024 | -
Power and IR drop assume default switching activity.
